==> run.sh <==
#!/bin/bash
# OpenROAD 26Q1-2900-gdf79404cd8, Yosys 0.63+post, stock flow scripts
make -C /OpenROAD-flow-scripts/flow DESIGN_CONFIG=/design/flow/config.mk WORK_HOME=/design/flow/orfs finish
==> config.mk <==
export PLATFORM = sky130hd
export DESIGN_NAME = pipo
export DESIGN_NICKNAME = pipo
export VERILOG_FILES = /design/flow/design.v
export SDC_FILE = /design/flow/constraint.sdc
export NUM_CORES = 4
export LEC_CHECK = 1
export CORE_AREA = 10 10 111 111
export DIE_AREA = 0 0 121 121
==> constraint.sdc <==
current_design pipo

set clk_period 3.3
set clk_io_pct 0.2

create_clock -name clk0 -period $clk_period [get_ports {clk}]

set non_clock_inputs [all_inputs -no_clocks]
set_input_delay [expr $clk_period * $clk_io_pct] -clock clk0 $non_clock_inputs
set_output_delay [expr $clk_period * $clk_io_pct] -clock clk0 [all_outputs]
==> design.v <==
`timescale 1ns / 1ps
module pipo(din,clk,reset,dout);
    output [3:0] dout;
    reg [3:0] dout;
    input [3:0] din;
    input clk,reset;
    reg[27:0] clkdiv;
    always@(posedge clk) 
    begin
        if(reset) clkdiv<=0;
    else
        clkdiv<=clkdiv+1;
    end
    always@(posedge clkdiv[25])
        begin if(reset)
            dout<=0;
        else
            dout<=din;
        end
endmodule
==> tab_implementation.tex <==
% Generated from flow reports
\begin{tabular}{lr}
\hline
Metric & Value \\
\hline
\multicolumn{2}{l}{\textbf{Outcome}} \\
Outcome & finished clean \\
\multicolumn{2}{l}{\textbf{Global routing}} \\
Largest net degree at the start of global routing & 25 \\
Global router's overall resource usage & 2.80\% \\
Initial antenna violation count & 0 \\
Global-route wire length before repair & 3.47 mm \\
Number of global-route vias before repair & 737 \\
GRT overflow & 0 \\
\multicolumn{2}{l}{\textbf{Yosys}} \\
Ranking of synthesized cells by area & dfxtp\_1 48\%, a21oi\_1 5.6\%, or4\_1 4.2\% \\
Post-synth seq share & a little under half \\
Flops after synth & 30 \\
Yosys synthesis warning count & 1 \\
Cell area after technology mapping & 1260 um\^{}2 \\
Average instance area after synthesis & 9.06 um\^{}2 \\
Area share of the largest cell type after synthesis & a little under half \\
Number of cell instances after yosys synthesis & about 140 \\
Cell type with the largest total area & dfxtp\_1 \\
Gate count of the mapped netlist & 139 \\
Yosys chip area & approximately 1300 um\^{}2 \\
Cell variety after synth & 26 \\
\multicolumn{2}{l}{\textbf{Finish}} \\
Final cell count without fillers & 280 \\
Fill cell count & 1083 \\
Combinational cell area excluding buffers and inverters & approximately 620 um\^{}2 \\
Footprint of the flip-flops and latches & roughly 600 um\^{}2 \\
Util after Layout & 15.7\% \\
Layout cells sized above 1 & 7.48\% \\
Area growth from synthesis to layout & 22.9\% \\
Post-route standard cell area excluding fillers & 1550 um\^{}2 \\
\multicolumn{2}{l}{\textbf{Timing}} \\
Final number of max-transition violations & 0 \\
Highest clock frequency the design can meet & around 470 MHz \\
Worst clock skew on the final layout & 0.00212 ns \\
RSZ-0062 raised after global routing & no \\
Number of unconstrained endpoints & 8 \\
Finish-stage setup viols & 0 \\
Register pins left without a clock & 4 \\
Final critical path time including I/O delays and setup & roughly 2.1 ns \\
Slew at the pin closest to its max-slew limit & 0.585 ns \\
Final Hold Violation Tally & 0 \\
Share of the clock period used by the worst path after layout & 64.2\% \\
Max-slew headroom & 60.6\% \\
Setup TNS & 0 ns \\
\multicolumn{2}{l}{\textbf{Floorplan}} \\
Width of the chip & $\sim$120 um \\
Core region area & 9860 um\^{}2 \\
Placement row count & 36 \\
Floorplan utilization & 12.8\% \\
Die outline height & 121 um \\
Count of boundary I/O pins & 10 \\
Area of the die & 14600 um\^{}2 \\
\multicolumn{2}{l}{\textbf{Clock tree}} \\
Total setup buffers inserted after CTS & 0 \\
Post-cts sizing count & 0 \\
TritonCTS clock tree & yes \\
Latest clock arrival within the worst-skew pair & 0.26 ns \\
Number of hold buffers added after CTS & 0 \\
Clock transition at the registers of the reported paths & 0.08 ns \\
H-Tree Depth & 1 \\
Clock root buffer master & clkbuf\_8 \\
Number of buffers created by CTS & 3 \\
Max clock buf depth & 2 \\
\multicolumn{2}{l}{\textbf{Placement}} \\
Placer congestion estimate & 0.709 \\
Quantity of I/O buffers inserted on ports & 9 \\
DP Wirelength & 1.50 mm \\
Area after detailed placement & 1490 um\^{}2 \\
Cell total after placement & 276 \\
\multicolumn{2}{l}{\textbf{Power}} \\
Sequential share of power & between 50\% and 60\% \\
Fraction of power consumed by combinational cells & 3.5\% \\
Power consumption & 537 uW \\
Net switching component of the power & 104 uW \\
Clock network fraction of total power & 36.9\% \\
Internal power & 434 uW \\
Maximum vdd drop & 0.000185 V \\
Switching fraction of total power & roughly 19\% \\
P per Cell Area & 347 nW/um\^{}2 \\
Leakage component of the power & about 0.00044 uW \\
\multicolumn{2}{l}{\textbf{Detailed routing}} \\
Total vias in the final route & 944 \\
DR pass1 iterations & 4 \\
Vias per cell & between 3 and 4 \\
Routed length per placed instance & 7.36 um \\
Total routed wirelength & 2.06 mm \\
ANT cells & 0 \\
Drt initial violations & 43 \\
ANT nets after route & 0 \\
Detailed-route DRC error count & 0 \\
\multicolumn{2}{l}{\textbf{Setup path}} \\
Crit path launch type & register \\
Endpoint type of the worst setup path & register \\
Arrival time at the worst endpoint & 2.32 ns \\
Library cell contributing the largest single delay on the critical path & or4\_4 \\
Biggest fanout along the worst timing path & 12 \\
Cell count of the worst reg-to-reg path & 5 \\
Worst Path Required & roughly 3.5 ns \\
Crit path cell chain & ha\_1 -> nand3\_1 -> or4\_4 -> or4\_1 -> a21oi\_1 \\
Max incr delay on CP & 0.55 ns \\
Type of the setup path with the least slack & reg2reg \\
\multicolumn{2}{l}{\textbf{Worst hold path}} \\
Hold Path Stages & 1 \\
Worst min path class & reg2reg \\
\multicolumn{2}{l}{\textbf{Job}} \\
Max\_cap viols & 0 \\
OpenROAD warning count & 25 \\
\hline
\end{tabular}
synth_stat cells:
| cell | instances |
|---|---|
| a21oi_1 | 14 |
| or4_1 | 7 |
| nor2b_1 | 5 |
| nor2_1 | 12 |
| nand3_1 | 7 |
| o31ai_1 | 6 |
| nand4_4 | 1 |
| inv_1 | 3 |
| clkbuf_1 | 4 |
| ha_1 | 1 |
| or3_1 | 4 |
| or4_4 | 1 |
| nand4_1 | 3 |
| nand2b_1 | 1 |
| nor4_1 | 2 |
| buf_6 | 1 |
| nor3_1 | 3 |
| xor2_1 | 4 |
| a31o_2 | 1 |
| nand2_1 | 9 |
| dfxtp_1 | 30 |
| or3_2 | 3 |
| o21ai_0 | 7 |
| xnor2_1 | 6 |
| and4_1 | 3 |
| buf_2 | 1 |
cell type report:
type,instances,area share (%)
clock buffers,4,3.56
flip-flops and latches,30,38.8
multi-input cells,100,39.8
inverters,3,0.728
well taps,133,10.8
repair buffers,10,6.31
cells in the final DEF, fill, tap and decap left out:
cell and n:
or4_1 7, nand2_1 9, xor2_1 4, nor2_1 12, clkbuf_8 4, nor4_1 2
o21ai_0 7, nand4_4 1, buf_4 1, nand2b_1 1, a31o_2 1, o31ai_1 6
ha_1 1, or3_2 3, or3_1 4, xnor2_1 6, and4_1 3, a21oi_1 14
inv_1 3, nor2b_1 5, dfxtp_1 30, nand3_1 7, clkdlybuf4s50_1 9, nand4_1 3
nor3_1 3, or4_4 1
through the flow:
step / hold WS (ns) / worst slack, ns
floorplan: 0.437 / 1.33
CTS: 0.485 / 1.19
global placement: 0.451 / 1.26
global route: 0.510 / 1.05
finish: 0.477 / 1.18
detailed placement: 0.464 / 1.22
power groups by stage:
stage | combinational [uW] | sequential (uW) | clock, uW
final | 19.0 | 320 | 198
after CTS | 19.6 | 320 | 210
after global routing | 21.6 | 321 | 225
registers in the layout, indices dropped and copies added, names as in the netlist:
signal,flops
clkdiv,26
dout,4
metal layers:
| layer | part of all wire, % | GRT usage (%) |
|---|---|---|
| met1 | 51 | 3.98 |
| met2 | 42 | 4.05 |
| met3 | 6.5 | 1.18 |
| met4 | 0 | 0.151 |
| met5 | 0 | 0 |
worst max-delay path, delay by kind of cell (launching register included):
kind / cells / cell delay [ns]
DFF: 1 / 0.39
AOI/OAI and AO/OA: 1 / 0.15
and+or+nand+nor: 3 / 1.31
adders and majority gates: 1 / 0.20
worst paths after layout:
kind             start          to  slack (ns)
max          clkdiv[0]  clkdiv[22]        1.18
min          clkdiv[0]   clkdiv[0]        0.48
max reg2reg  clkdiv[0]  clkdiv[22]        1.18
min reg2reg  clkdiv[0]   clkdiv[0]        0.48
logic make-up (layout without fill, tap and decap cells):
| group | count (synthesis) | count (layout) | share of synthesized area, % |
|---|---|---|---|
| XOR/XNOR | 10 | 10 | 6.96 |
| adder cells (fa/ha/maj) | 1 | 1 | 0.994 |
| flip-flops | 30 | 30 | 47.7 |
| AND/OR/NAND/NOR | 61 | 61 | 28.3 |
| buffers and inverters | 9 | 17 | 3.38 |
| AND-OR/OR-AND | 28 | 28 | 12.6 |
Power is estimated from default activity; no workload was simulated.
