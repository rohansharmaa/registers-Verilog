--- ./config.mk ---
export PLATFORM = sky130hd
export DESIGN_NAME = piso
export DESIGN_NICKNAME = piso
export VERILOG_FILES = /design/flow/design.v
export SDC_FILE = /design/flow/constraint.sdc
export NUM_CORES = 4
export LEC_CHECK = 1
export CORE_AREA = 10 10 70 70
export DIE_AREA = 0 0 80 80
--- ./constraint.sdc ---
current_design piso

set clk_period 1.0
set clk_io_pct 0.2

create_clock -name clk0 -period $clk_period [get_ports {clk}]

set non_clock_inputs [all_inputs -no_clocks]
set_input_delay [expr $clk_period * $clk_io_pct] -clock clk0 $non_clock_inputs
set_output_delay [expr $clk_period * $clk_io_pct] -clock clk0 [all_outputs]
--- ./design.v ---
`timescale 1ns / 1ps
module piso( din,clk,reset,load,dout);
    output dout;
    reg dout;
    input[3:0] din;
    input load,reset,clk;
    reg[3:0] temp;
    always@(posedge clk)
    begin if(reset)
        temp<=1;
    else if(load)
        temp<=din;
    else begin
        dout<=temp[3];
        temp<={temp[2:0],1'b0};
        end
        end
endmodule
--- ./run.sh ---
#!/bin/bash
# OpenROAD 26Q1-2900-gdf79404cd8, Yosys 0.63+post, stock flow scripts
make -C /OpenROAD-flow-scripts/flow DESIGN_CONFIG=/design/flow/config.mk WORK_HOME=/design/flow/orfs finish
==> run summary <==
Implementation results

The post-synthesis sequential area ratio is 0.629. The arrival time of data at the critical path endpoint is 1.07 ns. The biggest fanout along the worst timing path is 5. After routing the design area is around 310 µm².

The slowest cell on the critical path is sky130_fd_sc_hd__clkdlybuf4s50_1. The overall chip area is between 6000 and 7000 µm². On the critical path the largest part of the delay comes from buffers and inverters. The yosys cell count is 14. Looking at the post-CTS report, the setup buffer insertion count equals 0.

The via count of the first global-routing pass was 138. The routed length per instance is 6.39 µm. The fraction of final layout cells with drive strength greater than 1 is 0.208. Derived from the worst setup path, the maximum achievable clock frequency is ~1.1 GHz.

The number of warnings reported in the stage logs is 25. Traced cell by cell, the critical path runs through clkdlybuf4s50_1 -> mux2i_1 -> nor2_1. The type of element capturing the critical path is a register.

The yosys warning tally is 1. Looking at the max-slew report, the worst-margin pin has a slew of 0.240 ns. Setup repair after global routing left no endpoint under its margin. For this block, the via count after detailed routing is around 130. The later pin in the worst-skew pair is clocked with a latency of about 0.24 ns. The netlist uses 6 different library cells.

Recorded from the global router log, the overflow total was 0. 8 I/O pins were placed. The instance tally after logic synthesis is 14. The worst slew margin relative to its limit is 0.839. The first-pass GRT wire length is 621 µm. Endpoints with negative setup slack in the final report add up to 0.

The post-CTS clock slew at the launch and capture registers of the worst setup and hold paths is 0.04 ns. The flow ran to the end, and the final reports show no timing, DRC or antenna violations. The number of hold buffers added after cts is 0. The final weighted congestion recorded by global placement is slightly below 0.7. The detail route stage leaves a number of antenna-violating nets equal to 0. The tally of buffers added on design ports is 7.

Between the synthesized netlist and the finished layout, the area growth was recorded as 78.6%. The horizontal die size is ~80 µm. TritonCTS reports the number of clock sinks as 5.

The number of H-tree levels is 1. The final timing report lists clock skew as approximately 0.0033 ns. The aggregate global-route resource usage is 0.0151. In the setup report, the worst path falls into the class in2reg. The highest ir drop seen on vdd is between 300 and 400 µV. The die is 80 µm tall. TritonCTS built the clock tree. The DRC violation total left in the routed layout is recorded as 0. Once layout is complete, the utilization of the core stands at 0.0916.

The number of antenna violations at the first check in global routing is 0. The script logs the ratio of routed vias to standard cells as 1.90. A synthesized cell averages 12.5 µm². The count of pins over their slew limit is 0.

The root buffer cell chosen for the clock tree is sky130_fd_sc_hd__clkbuf_4. The period utilization is 0.940. The shortest period the worst path allows is 0.940 ns.

The worst min-delay path category is reg2reg. Total power for the finished layout comes to ~500 µW. The post-synthesis sequential element count is 5. The number of failing hold endpoints at the final stage is 0. The worst setup path is launched from a primary input. The buffering stage count on the worst path with inverters included is 1. Per the log, the first TritonRoute iteration ended with a DRC count of 8. The standard-cell row count is 21. The iteration count recorded for the first detailed-route pass is 2. The pin count of the biggest net entering global routing is 6. The quantity of gates resized following cts is 2. In this run, CTS created clock tree buffers numbering 3. The max capacitance violation total is 0. The worst path required time is about 1.1 ns.

The pre-placement core utilization is 0.0513. The summed instance area of the synthesized netlist is 175 µm². Per the OpenROAD floorplan log, the area of the core is about 3400 µm². The number of antenna diodes is 0. For this run, the slowest stage of the critical path takes approximately 0.60 ns. The total cell area reported by yosys after synthesis is 175 µm².

The leakage power in the latest report is approximately 0.00012 µW. For this block, the routed nets add up to 447 µm of wire. Adding up every negative setup slack in the final design gives 0 ns. Counting along the longest clock path gives a buffer depth of 2. The power density of the placed cells is between 1500 and 2000 nW/µm². The post-placement cell area is ~300 µm².
[cell usage after synthesis]
cell | count | area (µm²)
sky130_fd_sc_hd__mux2i_1 | 3 | 30.0
sky130_fd_sc_hd__nor2_1 | 4 | 15.0
sky130_fd_sc_hd__dfxtp_1 | 4 | 80.1
sky130_fd_sc_hd__buf_6 | 1 | 11.3
sky130_fd_sc_hd__edfxtp_1 | 1 | 30.0
sky130_fd_sc_hd__a21o_2 | 1 | 8.76
[worst reg2reg max path, delay by kind of cell, from the launching register on]
kind	cells	cell delay, ns
flip-flops	1	0.29
AND/OR/NAND/NOR	1	0.05
multiplexers	1	0.12
[metal layers]
metal  track usage  up-vias  part of all wire
li1              -       66                 -
met2        0.0161        8              0.32
met4       0.00176        0                 0
met5             0        -                 0
met1        0.0147       59              0.51
met3        0.0250        0              0.16
[cell usage in the layout (no fill, tap or decap), drive strengths merged]
master / count
nor2: 4
edfxtp: 1
mux2i: 3
clkdlybuf4s50: 6
a21o: 1
dfxtp: 4
clkbuf: 5
[where the power goes]
part	internal (µW)	switching [µW]
registers	220	2.64
logic	31.5	14.6
clock network	151	79.6
[logic make-up (layout without fill, tap and decap cells)]
kind of cell           after synthesis  in the layout  share of synthesized area
AOI/OAI and AO/OA                    1              1                     0.0500
buffers and inverters                1             11                     0.0643
DFF                                  5              5                      0.629
muxes                                3              3                      0.171
and+or+nand+nor                      4              4                     0.0857
[registers in the layout (all words and copies together), names as in the netlist]
register  cells
dout          1
temp          4
[through the flow]
step / setup WS (ns) / cells / hold slack, ns
after floorplan: 0.298 / 14 / 0.272
after global placement: -0.157 / 66 / 0.391
after detailed placement: -0.200 / 66 / 0.389
after CTS: 0.00789 / 70 / 0.399
after global routing: 0.0108 / 70 / 0.403
final: 0.0600 / 70 / 0.399
[area by class of cell]
type	count	area, µm²
Clock buffer	4	26.3
Timing Repair Buffer	7	65.1
Tap cell	46	57.6
Multi-Input combinational cell	8	53.8
Fill cell	406	3100
Sequential cell	5	110
[path summary, 6_finish.rpt]
kind | end | cells past startpoint | slack [ns] | startpoint
setup / recovery | temp[2] | 3 | 0.06 | load
hold / removal | dout | 0 | 0.40 | temp[3]
setup reg to reg | temp[3] | 2 | 0.43 | temp[2]
hold reg to reg | dout | 0 | 0.40 | temp[3]
Power figures rest on the tool's default switching activity, not on a simulated workload.
